==> flow/run.sh <==
#!/bin/bash
# OpenROAD 26Q1-2900-gdf79404cd8, Yosys 0.63+post, stock flow scripts
make -C /OpenROAD-flow-scripts/flow DESIGN_CONFIG=/design/flow/config.mk WORK_HOME=/design/flow/orfs finish
==> flow/config.mk <==
export PLATFORM = sky130hd
export DESIGN_NAME = decoder4to10_sefunmi
export DESIGN_NICKNAME = decoder4to10_sefunmi
export VERILOG_FILES = /design/flow/design.v
export SDC_FILE = /design/flow/constraint.sdc
export NUM_CORES = 4
export LEC_CHECK = 1
export CORE_AREA = 10 10 70 70
export DIE_AREA = 0 0 80 80
==> flow/constraint.sdc <==
current_design decoder4to10_sefunmi

set clk_period 1.2
set clk_io_pct 0.2

create_clock -name clk0 -period $clk_period

set non_clock_inputs [all_inputs -no_clocks]
set_input_delay [expr $clk_period * $clk_io_pct] -clock clk0 $non_clock_inputs
set_output_delay [expr $clk_period * $clk_io_pct] -clock clk0 [all_outputs]
==> flow/design.v <==
module decoder4to10_sefunmi(enable, dec_in, dec_out);
	input enable;
	input [3:0] dec_in;
	output [9:0] dec_out;
	wire [9:0] outs;
	assign outs = (dec_in == 4'b0000) ? 10'b00000000001 : 
		      (dec_in == 4'b0001) ? 10'b00000000010 :
		      (dec_in == 4'b0010) ? 10'b00000000100 :
		      (dec_in == 4'b0011) ? 10'b00000001000 :
		      (dec_in == 4'b0100) ? 10'b00000010000 :
		      (dec_in == 4'b0101) ? 10'b00000100000 :
		      (dec_in == 4'b0110) ? 10'b00001000000 : 
		      (dec_in == 4'b0111) ? 10'b00010000000 :
		      (dec_in == 4'b1000) ? 10'b00100000000 : 
		      (dec_in == 4'b1001) ? 10'b01000000000 :
		      (dec_in == 4'b1010) ? 10'b10000000000 :
		      10'bxxxxxxxxxx;
	assign dec_out = enable ? outs  : 10'b00000000000;
	endmodule
==> flow_metrics.env <==
# flow metrics
export IMPL_warnings=34
export IMPL_drt_iter0_markers=2
export IMPL_worstPathRequired_ns=0.96
export IMPL_seq_area_um2=0
export IMPL_io_buffers=15
export IMPL_antenna_diode_count=0
export IMPL_crit_type="input pin to output pin"
export IMPL_vias_per_cell=2.37
export IMPL_setup_slack_ns=-0.130
export IMPL_hpwl_um=467
export IMPL_grt_pass1_vias=173
export IMPL_synth_cells_yosys=16
export IMPL_powerDensity_mw_per_mm2=191
export IMPL_tightest_slew_ns=0.167
export IMPL_grtUsageTotal_pct=1.52
export IMPL_wire_per_inst_um=7.40
export IMPL_dp_slack_ns=-0.815
export IMPL_gp_congestion=0.703
export IMPL_top_cell="nor2_1"
export IMPL_max_vdd_ir_drop_uv=19.7
export IMPL_grt_setup_unrepaired="true"
export IMPL_grt_max_degree=7
export IMPL_cp_end_kind="output pin"
export IMPL_ant_nets=0
export IMPL_cp_start_kind="input pin"
export IMPL_comb_area_um2=108
export IMPL_die_h_um=80
export IMPL_placementRows=21
export IMPL_clockBufferCount=0
export IMPL_final_layout_size_suffix_gt1_share_pct=64.9
export IMPL_area_growth_pct=259
export IMPL_finalHoldViolCount=0
export IMPL_antenna_found_initial=0
export IMPL_ys_area_um2=86.3
export IMPL_synthesis_area_um2=86.3
export IMPL_grt_ovfl_total=0
export IMPL_yosysTopAreaCellShare_pct=30.4
export IMPL_routed_wl_um=614
export IMPL_syn_inst=16
export IMPL_setup_violations=3
export IMPL_avgSynthCellArea_um2=5.40
export IMPL_relSlewSlack_pct=88.8
export IMPL_whs_ns=0.788
export IMPL_fmax_mhz=752
export IMPL_hold_path_class="input pin to output pin"
export IMPL_netlist_top_cells_count="nor2_1 (7), nand2b_1 (2), nand3b_1 (2), nor3_1 (2)"
export IMPL_core_mm2=0.00342
export IMPL_drtPass1Iterations=2
export IMPL_grt_first_pass_wirelength_um=848
export IMPL_die_area_mm2=0.00640
export IMPL_drc=0
export IMPL_seq_cell_count=0
export IMPL_power_leakage_nw=0.142
export IMPL_yosysUniqueCellTypes=7
export IMPL_critPathArrivalTime_ns=1.09
export IMPL_maxSlewViolCount=0
export IMPL_cap_viol_max_count=0
export IMPL_io_pins=15
export IMPL_period_used_pct=111
export IMPL_fillerInstances=410
export IMPL_status="finished, violations left"
export IMPL_crit_fanout=3
export IMPL_synthTopCellsByArea="nor2_1 (30%), nand3b_1 (17%), nand2b_1 (14%), nor3_1 (12%), nor3_2 (12%)"
export IMPL_seq_area_frac_synth_pct=0
export IMPL_core_util_floorplan_pct=2.53
export IMPL_vias=197
export IMPL_fin_crit_ns=1.33
export IMPL_top_area_cell="nor2_1"
export IMPL_failed_checks="negative setup slack"
export IMPL_die_w_um=80
export IMPL_ys_warn_count=1
stage by stage:
| stage | setup TNS, ns | total power [mW] | utilization, % | instance area [um2] | instances |
|---|---|---|---|---|---|
| after global placement | -6.88 | 0.0489 | 8.83 | 302 | 78 |
| after detailed placement | -6.98 | 0.0502 | 8.83 | 302 | 78 |
| final | -0.370 | 0.0594 | 9.08 | 310 | 83 |
| after floorplan | 0 | 0.0118 | - | 86.3 | 16 |
| after global routing | -0.737 | 0.0637 | 9.08 | 310 | 83 |
| after CTS | -0.265 | 0.0569 | 9.05 | 309 | 82 |
final cells by class:
cell class | count | share of cell area (%)
repair buffers | 21 | 46.8
multi-input cells | 16 | 34.7
well taps | 46 | 18.5
repair_timing:
| item | in CTS | in global routing |
|---|---|---|
| setup buffers | 4 | 1 |
| resized | 49 | 9 |
| hold buffers | 0 | 0 |
| endpoints found under the setup margin | 10 | 8 |
| pin swaps | 11 | 3 |
worst max-delay path: stages:
cell and delay, ns:
buf_6 0.10, or3b_4 0.41, buf_4 0.16, nor2_2 0.09, buf_2 0.10
cell families after synthesis:
kind of cell / share of synthesized area (%)
and+or+nand+nor: 100
layout by cell type (no fill, tap or decap):
cell type,instances
clkdlybuf4s15_1,1
or3b_4,1
nor3_1,2
buf_6,3
dlygate4sd2_1,1
nor2_1,5
nand3b_1,2
nand2b_1,1
nor3_4,1
buf_4,5
buf_2,11
nor2_2,2
nand2b_4,1
nand2_1,1
power by group:
group / switching (mW) / internal (mW)
registers: 0 / 0
logic: 0.0253 / 0.0341
clock network: 0 / 0
total: 0.0253 / 0.0341
per-layer routing:
metal | global-route usage, % | vias to the layer above | routed length [um]
li1 | - | 96 | -
met1 | 1.65 | 89 | 254
met2 | 2.65 | 12 | 252
met3 | 0.909 | 0 | 106
met4 | 0 | 0 | 0
met5 | 0 | - | 0
path summary, 6_finish.rpt:
path / startpoint / to / slack [ns] / depth (start not counted)
setup / recovery: dec_in[3] / dec_out[1] / -0.13 / 5
hold / removal: dec_in[1] / dec_out[0] / 0.79 / 3
Power figures rest on the tool's default switching activity, not on a simulated workload.
