**/design/flow/run.sh**
```bash
#!/bin/bash
# OpenROAD 26Q1-2900-gdf79404cd8, Yosys 0.63+post, stock flow scripts
make -C /OpenROAD-flow-scripts/flow DESIGN_CONFIG=/design/flow/config.mk WORK_HOME=/design/flow/orfs finish
```
**/design/flow/config.mk**
```make
export PLATFORM = sky130hd
export DESIGN_NAME = decoder4to16
export DESIGN_NICKNAME = decoder4to16
export VERILOG_FILES = /design/flow/design.v
export SDC_FILE = /design/flow/constraint.sdc
export NUM_CORES = 4
export LEC_CHECK = 1
export CORE_AREA = 10 10 70 70
export DIE_AREA = 0 0 80 80
```
**/design/flow/constraint.sdc**
```tcl
current_design decoder4to16

set clk_period 1.0
set clk_io_pct 0.2

create_clock -name clk0 -period $clk_period

set non_clock_inputs [all_inputs -no_clocks]
set_input_delay [expr $clk_period * $clk_io_pct] -clock clk0 $non_clock_inputs
set_output_delay [expr $clk_period * $clk_io_pct] -clock clk0 [all_outputs]
```
**/design/flow/design.v**
```verilog
module decoder4to16(en_n, s, w_n);
   input         en_n;		 
   input  [3:0]  s;		 
   output [15:0] w_n;		 
   wire          s3_n;		 
   not not1(s3_n, s[3]);
   sn74138_structural U1(s3_n, en_n, en_n, s[2], s[1], s[0], w_n[ 7:0]);
   sn74138_structural U2(s[3], en_n, en_n, s[2], s[1], s[0], w_n[15:8]);
endmodule
module sn74138_structural(g1, g2a_n, g2b_n, c, b, a, y_n);
   input        g1, g2a_n, g2b_n;	 
   input        c, b, a;		 
   output [7:0] y_n;			 
   wire         g1_n;			 
   wire         c_n, b_n, a_n;		 
   wire         enable;			 
   not  not1(g1_n, g1), not2(c_n, c), not3(b_n, b), not4(a_n, a);
   nor  and1(enable, g1_n, g2a_n, g2b_n);	
   nand  out7(y_n[7], enable, c, b, a), out6(y_n[6], enable, c, b, a_n), out5(y_n[5], enable, c, b_n, a), out4(y_n[4], enable, c, b_n, a_n),
         out3(y_n[3], enable, c_n, b, a), out2(y_n[2], enable, c_n, b, a_n), out1(y_n[1], enable, c_n, b_n, a), out0(y_n[0], enable, c_n, b_n, a_n);
endmodule
```
==> datasheet_impl.txt <==
Physical design parameters

Parameter                              Value

Cells and area
  Layout area overhead    313.0%
  Share of layout cells above drive strength 1    between 80% and 90%
  Logic area    about 230 um^2
  Filler instances    about 380
  Non-filler instance count after layout    between 100 and 150
  Layout clock buffer count    0
  Number of flip-flops and latches    0
  Register area    0 um^2

Yosys
  Yosys-reported design area after synthesis    about 150 um^2
  Sequential share of the synthesized area    0%
  Count of synthesis-stage warnings from yosys    0
  Mean cell area of the mapped netlist    5.700 um^2
  Yosys stat cell total    27
  Unique masters post-synth    10
  Synth Instances    27
  Area of the mapped netlist    153.9 um^2

GRT
  Congestion Overflow GR    0
  Maximum number of pins on one net before global-route repair    9
  Antenna violations before repair    0
  Global-route wire length before repair    approximately 1800 um
  Grt met1 use    4.290%
  Overall Global Routing Usage    3.488%
  Met3 global-route usage    less than 1%
  Via count of the first global-routing pass    between 300 and 400
  Global Route met2 Usage    6.421%
  Most congested layer reported by global routing    met2

Setup path
  Cell Chain, Critical Path    buf_8 > buf_6 > nor3b_4 > buf_4 > nand2_2 > buf_2
  Worst-path fanout max    5
  Critical path's largest stage delay    roughly 190 ps
  CP max-delay cell    nor3b_4
  Startpoint type of the worst setup path    input port
  Critical path type    input port to output pin
  Endpoint required time on the critical path    800 ps
  Kind of end point of the critical path    output pin
  Crit path arrival time    slightly below 900 ps

Placement
  Placed Instances    between 90 and 100
  Last weighted congestion value of the routability-driven placer    between 0.6 and 0.7
  Count of input and output buffers    21
  Detailed placement HPWL    866.9 um

Power and ir drop
  Power density relative to cell area    319.2 mW/mm^2
  Leakage Power    approximately 0.24 nW
  IR Drop Worst-Case VDD    0.07314 mV

Route
  Antenna diode count    0
  Detailed-routing iteration count for the pre-antenna-repair pass    3
  Drt total wl    about 1300 um
  Routed wire per std cell    between 10 and 15 um
  Starting DRT DRC Count    26
  Via count    ~350
  Routed via count divided by cell count    between 3 and 4
  Antenna Nets Post-Route    0
  Count of unresolved DRC violations after routing    0

Timing
  Unrepaired setup endpoints after global routing    yes
  Final-report hold violation count    0
  Max-slew violations    0
  Maximum frequency from static timing analysis    0.9191 GHz
  Time the worst path needs with I/O delays and setup    approximately 1100 ps
  Slew of the pin with the lowest slew margin    166.9 ps
  Period Utilization, post-route    108.8%
  Setup TNS    -231.0 ps
  Final setup violating endpoints    6
  Setup ws final    -88.03 ps
  Headroom to the max-slew limit    88.84%

Floorplanning
  Area of the core    ~0.0034 mm^2
  Horizontal die size    roughly 80 um
  Die boundary height    ~80 um
  # rows    21
  Ports    21
  Starting Density    approximately 4.5%
  Total die size    0.006400 mm^2

Job
  Count of warning messages emitted by the tools    34
  Total of max-cap violations    0

Outcome
  Status    finished with violations
  Failing checks    negative setup slack

Min path
  Worst hold path class    input port to output pin
## stage by stage
step                hold slack, ps  setup slack, ps  utilization [%]  total power [mW]  instance area, um^2
floorplan                    424.3            189.7                -           0.03550                153.9
global placement              1494           -798.6            12.71           0.09660                434.2
detailed placement            1494           -803.5            12.71           0.09660                434.2
CTS                          668.3           -105.1            15.97            0.1604                545.5
global route                 682.3           -125.1            18.61            0.2171                635.6
finish                       668.7           -88.03            18.61            0.2029                635.6
## placed cells by master (no fill, tap or decap), drive strengths merged
cell type,instances
and2b,2
buf,38
clkbuf,2
nand2,6
nand3,8
nand4,2
nor2,2
nor2b,1
nor3,2
nor3b,2
## final cells by class
| class | count | area share [%] |
|---|---|---|
| timing repair buffer | 40 | 54.13 |
| multi-input combinational | 25 | 36.81 |
| tap | 46 | 9.055 |
## worst max-delay path, delay by kind of cell
kind / cells / cell delay (ps)
simple gates: 2 / 220
buf+inv: 4 / 460
## synthesized netlist by cell type (all sizes together)
library cell	count	area share [%]
nand3	8	26
clkbuf	1	3.2
nor2b	1	5.7
nor3b	2	16
nor3	2	6.5
buf	1	3.2
nor2	2	4.9
nand2	6	15
nand4	2	8.1
and2b	2	11
## cell families after synthesis
family | count (synthesis) | share of synthesized area, %
buffers and inverters | 2 | 6.498
AND/OR/NAND/NOR | 25 | 93.50
## power breakdown
| group | leakage (nW) | switching (mW) | internal (mW) |
|---|---|---|---|
| Sequential | 0 | 0 | 0 |
| Clock | 0 | 0 | 0 |
| Combinational | 0.241 | 0.0808 | 0.122 |
## layer usage
metal  vias to the layer above  wire length, um  part of all wire (%)
li1                        172                -                     -
met1                       165              527                    42
met2                        10              657                    52
met3                         0               69                   5.5
met4                         0                0                     0
met5                         -                0                     0
## worst paths after layout
path / depth (start not counted) / slack [ps] / endpoint / start
worst max-delay path: 6 / -90 / w_n[8] / s[1]
worst min-delay path: 3 / 670 / w_n[5] / s[2]
## what timing repair did
item | CTS | global route
resized | 103 | 13
setup endpoints to repair | 16 | 13
hold buffers | 0 | 0
buffers inserted | 13 | 5
pin swaps | 9 | 14
Power and IR drop assume default switching activity.
