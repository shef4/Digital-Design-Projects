$ cat design/flow/run.sh
#!/bin/bash
# OpenROAD 26Q1-2900-gdf79404cd8, Yosys 0.63+post, stock flow scripts
make -C /OpenROAD-flow-scripts/flow DESIGN_CONFIG=/design/flow/config.mk WORK_HOME=/design/flow/orfs finish
$ cat design/flow/config.mk
export PLATFORM = sky130hd
export DESIGN_NAME = decoder4to16_sefunmi
export DESIGN_NICKNAME = decoder4to16_sefunmi
export VERILOG_FILES = /design/flow/design.v
export SDC_FILE = /design/flow/constraint.sdc
export NUM_CORES = 4
export LEC_CHECK = 1
export CORE_AREA = 10 10 70 70
export DIE_AREA = 0 0 80 80
$ cat design/flow/constraint.sdc
current_design decoder4to16_sefunmi

set clk_period 1.0
set clk_io_pct 0.2

create_clock -name clk0 -period $clk_period

set non_clock_inputs [all_inputs -no_clocks]
set_input_delay [expr $clk_period * $clk_io_pct] -clock clk0 $non_clock_inputs
set_output_delay [expr $clk_period * $clk_io_pct] -clock clk0 [all_outputs]
$ cat design/flow/design.v
module decoder4to16_sefunmi(enable, dec_in, dec_out);
	input enable;
	input [3:0] dec_in;
	output [15:0] dec_out;
	wire [15:0] outs;
	assign outs = (dec_in == 4'b0000) ? 15'b0000000000000001 : 
		      (dec_in == 4'b0001) ? 15'b0000000000000010 :
		      (dec_in == 4'b0010) ? 15'b0000000000000100 :
		      (dec_in == 4'b0011) ? 15'b0000000000001000 :
		      (dec_in == 4'b0100) ? 15'b0000000000010000 :
		      (dec_in == 4'b0101) ? 15'b0000000000100000 :
		      (dec_in == 4'b0110) ? 15'b0000000001000000 : 
		      (dec_in == 4'b0111) ? 15'b0000000010000000 :
		      (dec_in == 4'b1000) ? 15'b0000000100000000 : 
		      (dec_in == 4'b1001) ? 15'b0000001000000000 :
		      (dec_in == 4'b1010) ? 15'b0000010000000000 :
		      (dec_in == 4'b1011) ? 15'b0000100000000000 :
		      (dec_in == 4'b1100) ? 15'b0001000000000000 :
		      (dec_in == 4'b1101) ? 15'b0010000000000000 :
		      (dec_in == 4'b1110) ? 15'b0100000000000000 : 
		      (dec_in == 4'b1111) ? 15'b1000000000000000 :
		      15'bxxxxxxxxxxxxxxx;
	assign dec_out = enable ? outs  : 15'b0000000000000000;
	endmodule
==> flow_metrics.rpt <==
IMPLEMENTATION SUMMARY REPORT
----------------------------------------------------
[Timing]
  Setup TNS ........................ -1.739 ns
  Final period util ........................ 124.9%
  Final tally of max-slew violations ........................ 0
  Worst setup margin ........................ -0.2486 ns
  Setup repair after global routing missed its margin ........................ true
  FMAX ........................ about 800 MHz
  Final Hold Vio Count ........................ 0
  Tmin final ........................ 1.249 ns
  Final setup violation count ........................ 13

[Floorplan]
  Core footprint ........................ 3416 um2
  Horizontal extent of the die ........................ 80 um
  Number of placement rows ........................ 21
  Floorplan die height ........................ 80 um
  Top-level port count ........................ 21
  Core utilization before placement ........................ 3.736%
  Chip area ........................ 6400 um2

[Setup path]
  Critical path arrival ........................ roughly 1.1 ns
  CP cell instances ........................ buf_8, or3b_4, buf_6, nor3_4, buf_2
  Sort of element at the end of the critical path ........................ output pin
  CP max stage cell ........................ sky130_fd_sc_hd__or3b_4
  Crit path buf inv count ........................ 3
  Max stage delay on crit path ........................ slightly above 0.4 ns
  Crit Path Class ........................ in -> out
  Cell family with most CP delay ........................ simple AND/OR/NAND/NOR gates
  Worst setup SP type ........................ input pin
  Worst EP required ........................ 0.80 ns
  CP max FO ........................ 3

[Run]
  OpenROAD warning count ........................ 34
  MaxCap Viol Count ........................ 0

[Placed design]
  Post-DP HPWL ........................ 745.2 um
  Number of buffers added on ports ........................ 20
  RePlAce Congestion ........................ roughly 0.74

[Synthesis]
  Count of mapped cells out of synthesis ........................ 24
  Cell Area, Synth ........................ about 130 um2
  Part of the Yosys area used for sequential elements ........................ 0%
  Cell types occupying the most area after synthesis ........................ sky130_fd_sc_hd__nor2_1, sky130_fd_sc_hd__or2b_2, sky130_fd_sc_hd__nor3_1, sky130_fd_sc_hd__nand3b_1, sky130_fd_sc_hd__nor3_2
  Cell Type Count ........................ 10
  Yosys stat chip area ........................ between 100 and 150 um2
  Largest area contributor in the netlist ........................ sky130_fd_sc_hd__nor2_1
  Most frequent cells after synthesis ........................ sky130_fd_sc_hd__nor2_1, sky130_fd_sc_hd__nor3_1, sky130_fd_sc_hd__nand3b_1, sky130_fd_sc_hd__or2b_2
  Total cells reported by yosys after synthesis ........................ 24
  Synthesis Warnings ........................ 1
  Top cell type's share of synthesized area ........................ approximately a third
  Post-synthesis average cell area ........................ 5.318 um2
  Most frequent cell after synthesis ........................ sky130_fd_sc_hd__nor2_1

[Min path]
  Hold Path Origin ........................ dec_in[0]
  End point of the most critical hold path ........................ dec_out[0]
  Worst hold path class ........................ in -> out
  Hold path depth ........................ 4

[Route]
  # DRC ........................ 0
  Total via count after detailed routing ........................ 309
  Total wire length after detailed routing ........................ 1.094 mm
  First-pass iteration count of the detailed router ........................ 3
  Initial drt markers ........................ 7
  Drt via density ........................ 2.888
  Final antenna-violating net count ........................ 0
  Diodes inserted ........................ 0
  Final routed wire length divided by cell count ........................ 10.22 um

[Layout]
  Register area ........................ 0 um2
  Clock buffer cells ........................ 0
  Seq Cell Count ........................ 0
  Finished Core Util ........................ 17.07%
  Logic cell area ........................ roughly 210 um2
  Filler Cell Count ........................ 381
  Layout cell share with drive strength beyond 1 ........................ ~90%
  Growth of design area from synthesis to finish ........................ 356.9%

[Power]
  Peak supply drop ........................ 0.00005142 V
  Power per unit of standard cell area ........................ 282.4 nW/um2
  Lkg Pwr ........................ 0.2617 nW

[CTS]
  Post-CTS Hold Buffers ........................ 0

[Status]
  Result of the run ........................ finished, violations left
  Violations in the final reports ........................ setup timing

[GRT]
  Global-route wire length before repair ........................ 1.600 mm
  Number of global-route vias before repair ........................ around 310
  Aggregate global routing overflow ........................ 0
  Maximum number of pins on one net before global-route repair ........................ 6
  Number of antenna violations at the first check in global routing ........................ 0
  GRT Overall Usage ........................ 3.071%

----------------------------------------------------
-- worst max path at each step --
| stage | startpoint | end | slack (ns) | cells after the start |
|---|---|---|---|---|
| 4_1_cts | dec_in[3] | dec_out[0] | -0.30 | 5 |
| 5_1_grt | dec_in[2] | dec_out[0] | -0.29 | 5 |
| 6_report | dec_in[2] | dec_out[0] | -0.25 | 5 |
-- layer usage --
layer	share of wire [%]	global-route usage, %
met4	0	0
met5	0	0
met1	37	3.428
met2	51	5.778
met3	12	1.023
-- kinds of logic after synthesis --
group	Yosys count	share of synthesized area (%)
buf+inv	1	5.885
other cells	1	2.938
simple gates	22	91.17
-- placed cells by master, fill, tap and decap left out --
| cell type | n |
|---|---|
| sky130_fd_sc_hd__nor2_4 | 6 |
| sky130_fd_sc_hd__conb_1 | 1 |
| sky130_fd_sc_hd__buf_2 | 15 |
| sky130_fd_sc_hd__or2b_4 | 2 |
| sky130_fd_sc_hd__nand2_1 | 1 |
| sky130_fd_sc_hd__buf_8 | 2 |
| sky130_fd_sc_hd__or3b_4 | 1 |
| sky130_fd_sc_hd__nand3_4 | 1 |
| sky130_fd_sc_hd__buf_6 | 13 |
| sky130_fd_sc_hd__buf_4 | 8 |
| sky130_fd_sc_hd__nor2_2 | 3 |
| sky130_fd_sc_hd__nand3b_1 | 2 |
| sky130_fd_sc_hd__nor2_1 | 2 |
| sky130_fd_sc_hd__nor3_2 | 3 |
| sky130_fd_sc_hd__nor3_4 | 1 |
-- metrics by stage --
step / hold slack [ns] / instances / instance area, um2 / total power [W] / worst slack, ns
final: 0.7162 / 107 / 583.1 / 0.0001646 / -0.2486
after CTS: 0.7079 / 107 / 519.2 / 0.0001418 / -0.3032
after floorplan: 0.4127 / 24 / 127.6 / 0.00002285 / 0.09592
after detailed placement: 1.458 / 94 / 415.4 / 0.00008831 / -0.9390
after global placement: 1.448 / 94 / 415.4 / 0.00008739 / -0.9224
after global routing: 0.7386 / 107 / 583.1 / 0.0001782 / -0.2915
-- power by group --
group | switching [W] | total [W] | internal [W]
sequential | 0 | 0 | 0
combinational | 0.0000660 | 0.000165 | 0.0000986
clock | 0 | 0 | 0
-- timing repair --
action,in CTS,in global routing
setup buffers,13,1
resized,94,17
pin swaps,15,11
setup endpoints to repair,15,14
-- final cells by class --
class	count	share of cell area, %
multi-input combinational	23	36.70
tap	46	9.871
timing repair buffer	38	53.43
Power and IR drop assume default switching activity.
